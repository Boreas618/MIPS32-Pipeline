==> design/flow/design.v <==
module ALU (
    input   logic   [ 3:0]  alu_ctrl,
    input   logic   [31:0]  src1,
    input   logic   [31:0]  src2,
    output  logic   [31:0]  out
);
    always_comb begin
        case(alu_ctrl)
            4'b0000: out = src1 + src2;
            4'b0001: out = src1 - src2;
            4'b0010: out = src1 & src2;
            4'b0011: out = src1 | src2;
            4'b0100: out = ~ (src1 | src2);
            4'b0101: out = src1 ^ src2;        
            4'b0110: out = src2 << src1;
            4'b0111: out = $signed(src2) >> src1;
            4'b1000: out = src2 >> src1;
            4'b1001: out = {31'b0, $signed(src1) < $signed(src2)};
            4'b1010: out = {31'b0, src1 < src2};
            4'b1011: out = {src2[15:0], 16'b0};
            4'b1110: out = src1;
            4'b1111: out = src2;
            default: out = 32'b0;
        endcase
    end
endmodule
module Execute(
    input   logic   clk,
    input   logic   rst,
    input   logic   [4:0] shamt_d,
    input   logic   [31:0] rd1_d,
    input   logic   [31:0] rd2_d,
    input   logic   [4:0] rt_d,
    input   logic   [4:0] rd_d,
    input   logic   [31:0] imm_d,
    input   logic   reg_write_d,
    input   logic   mem_to_reg_d,
    input   logic   mem_write_d,
    input   logic   branch_d,
    input   logic   [3:0] alu_control_d,
    input   logic   [1:0] alu_src_d,
    input   logic   reg_dst_d,
    input   logic   [31:0] pc_plus_4d,
    input   logic   mem_access_d,
    input   logic   forward_src_a_enabled,
    input   logic   [31:0] forward_src_a,
    input   logic   forward_src_b_enabled,
    input   logic   [31:0] forward_src_b,
    input   logic   [31:0] jump_addr_d,
    input   logic   [3:0] branch_type_d,
    output  logic   [31:0] alu_out_e,
    output  logic   [31:0] write_data_e,
    output  logic   [4:0] write_reg_e,
    output  logic   reg_write_e,
    output  logic   mem_to_reg_e,
    output  logic   mem_write_e,
    output  logic   branch_e,
    output  logic   zero_e,
    output  logic   [31:0] pc_branch_e,
    output  logic   [31:0] jump_addr_e,
    output  logic   [3:0] branch_type_e,
    output  logic   mem_access_e
);
    logic [3:0]alu_control_e;
    logic [1:0]alu_src_e;
    logic reg_dst_e;
    logic [31:0]rd1_e;
    logic [31:0]rd2_e;
    logic [4:0]rt_e;
    logic [4:0]rd_e;
    logic [31:0]imm_e;
    logic [31:0]src1_e;
    logic [31:0]src2_e;
    logic [4:0]shamt_e;
    assign src1_e = alu_src_e[0] ? {27'b0, shamt_e} : rd1_e;
    assign src2_e = alu_src_e[1] ? imm_e : rd2_e;
    assign write_data_e = rd2_e;
    assign write_reg_e = reg_dst_e ? rd_e : rt_e;
    always_ff @(posedge clk) begin
        if (rst) begin
            reg_write_e <= 1'b0;
            mem_to_reg_e <= 1'b0;
            mem_write_e <= 1'b0;
            branch_e <= 1'b0;
            alu_control_e <= 4'b0;
            alu_src_e <= 2'b0;
            reg_dst_e <= 1'b0;
            rd1_e <= 32'b0;
            rd2_e <= 32'b0;
            rt_e <= 5'b0;
            rd_e <= 5'b0;
            imm_e <= 32'b0;
            shamt_e <= 5'b0;
            pc_branch_e <= 32'b0;
            jump_addr_e <= 32'b0;
            branch_type_e <= 4'b0;
            mem_access_e <= 1'b0;
        end else begin
            reg_write_e <= reg_write_d;
            mem_to_reg_e <= mem_to_reg_d;
            mem_write_e <= mem_write_d;
            branch_e <= branch_d;
            alu_control_e <= alu_control_d;
            alu_src_e <= alu_src_d;
            reg_dst_e <= reg_dst_d;
            pc_branch_e <= pc_plus_4d + (imm_d << 2);
            jump_addr_e <= jump_addr_d;
            branch_type_e <= branch_type_d;
            mem_access_e <= mem_access_d;
            if (forward_src_a_enabled) begin
                rd1_e <= forward_src_a;
            end else begin
                rd1_e <= rd1_d;
            end
            if (forward_src_b_enabled) begin
                rd2_e <= forward_src_b;
            end else begin
                rd2_e <= rd2_d;
            end
            rt_e <= rt_d;
            rd_e <= rd_d;
            imm_e <= imm_d;
            shamt_e <= shamt_d;
        end
    end
    ALU alu(
        .alu_ctrl(alu_control_e),
        .src1(src1_e),
        .src2(src2_e),
        .out(alu_out_e)
    );
    assign zero_e = (alu_out_e == 32'b0) ? 1 : 0;
endmodule
==> design/flow/run.sh <==
#!/bin/bash
# OpenROAD 26Q1-2900-gdf79404cd8, Yosys 0.63+post, stock flow scripts
make -C /OpenROAD-flow-scripts/flow DESIGN_CONFIG=/design/flow/config.mk WORK_HOME=/design/flow/orfs finish
==> design/flow/config.mk <==
export PLATFORM = sky130hd
export DESIGN_NAME = Execute
export DESIGN_NICKNAME = Execute
export VERILOG_FILES = /design/flow/design.v
export SDC_FILE = /design/flow/constraint.sdc
export NUM_CORES = 4
export LEC_CHECK = 1
export CORE_UTILIZATION = 50
==> design/flow/constraint.sdc <==
current_design Execute

set clk_period 24.1
set clk_io_pct 0.2

create_clock -name clk0 -period $clk_period [get_ports {clk}]

set non_clock_inputs [all_inputs -no_clocks]
set_input_delay [expr $clk_period * $clk_io_pct] -clock clk0 $non_clock_inputs
set_output_delay [expr $clk_period * $clk_io_pct] -clock clk0 [all_outputs]
==> run_results.csv <==
group,metric,value,unit
worst_hold_path,min_from,"rst",
detailed_routing,drc,0,
cells_and_area,area_delta_synth_final,29.5,%
global_route,grt_max_degree,108,
global_route,grtUsageTotal,51.0,%
detailed_routing,vias,20600,
detailed_routing,finalWirelength,88800,um
sta,worstMarginPinSlew,0.953,ns
worst_setup_path,worstPathMaxFanout,44,
power_and_ir_drop,p_seq_share,29.8,%
detailed_routing,first_iter_violations,2771,
worst_hold_path,hp-class,"input port to flop",
detailed_routing,wire_per_inst,29.4,um
sta,relSlewSlack,34.8,%
die,rows,67,
die,io_pins,402,
sta,period_used_share,48.6,%
worst_hold_path,hold_end,"jump_addr_e[2]",
power_and_ir_drop,switching_share,40.1,%
logic_synthesis,synthCells,2211,
job,warnings,89,
logic_synthesis,synth_area,17200,um2
logic_synthesis,enable_flop_cells,0,
die,fp_util,51.2,%
job,drv_cap,0,
cells_and_area,utilization,66.3,%
detailed_routing,drt-pass1-iter-count,6,
global_route,grt_antenna_before_repair,5,
worst_setup_path,cp.arrival,6.90,ns
sta,rsz0062_at_grt,"no",
worst_setup_path,end_kind,"primary output",
logic_synthesis,ys.flops,191,
clock_tree,cts_setup_buffers,0,
global_route,grt_pass1_wl,130000,um
global_route,overflow,0,
sta,post-route-min-period,11.72,ns
clock_tree,cts_buffer_depth,2,
power_and_ir_drop,p_leak,9.37,nW
clock_tree,cts_tree,"built",
clock_tree,cts_buffers,17,
global_route,grt_pass1_vias,19500,
logic_synthesis,synthArstFlopShare,0,%
worst_setup_path,cp.required,19.28,ns
detailed_routing,ant_nets,0,
clock_tree,path_clk_slew,0.08,ns
clock_tree,cts_hold_buf,0,
power_and_ir_drop,intPower,705,uW
power_and_ir_drop,combPwrFrac,45.7,%
die,dieArea,35200,um2
clock_tree,cts_root_buf,"clkbuf_16",
sta,hold_viol,0,
power_and_ir_drop,power,1.18,mW
power_and_ir_drop,ir_drop,0.0678,mV
die,coreArea,33700,um2
sta,max_freq,0.0853,GHz
logic_synthesis,ff_type,"dfxtp_1",
power_and_ir_drop,p_clk_share,24.5,%
clock_tree,cts_sinks,191,
worst_setup_path,crit_type,"flop to primary output",
place,dpl.hpwl,63300,um
die,die_w,188,um
worst_hold_path,whs_path_depth,2,
logic_synthesis,syn_avg_cell_area,7.80,um2
logic_synthesis,yosys_cells,2211,
clock_tree,cts.repair.resized,0,
sta,setup_viol,0,
logic_synthesis,yosys.stat.seqShare,22.2,%
power_and_ir_drop,power_density,52.6,nW/um2
logic_synthesis,synth_cell_types,84,
sta,final_max_slew_viol_count,0,
place,portBuffers,401,
sta,setup_tns,0,ns
logic_synthesis,ys_area,17200,um2
clock_tree,htree_levels,4,
logic_synthesis,yosys_warnings,2,
detailed_routing,vias_per_cell,6.81,
place,gp_congestion,1.20,
outcome,status,"finished, final reports clean",
worst_setup_path,start_kind,"flop",
cells_and_area,drive_gt1_share,6.40,%
worst_setup_path,critical_path.startpoint,"alu_src_e[0]",
die,die_y,188,um
power_and_ir_drop,switchingPower,472,uW
-- how the worst max path moves through the flow --
stage     slack (ns)      to  depth (start not counted)
4_1_cts        12.47  zero_e                         19
5_1_grt        12.02  zero_e                         20
6_report       12.38  zero_e                         20
-- per-layer routing --
layer	wire length (um)	vias up	global-route usage [%]
met1	32900	9598	66.5
met3	13200	403	22.0
met4	6950	4	29.4
met2	35700	1734	70.5
met5	69	-	2.34
li1	-	8814	-
-- worst max-delay path: stages (launching register included) --
cell	delay, ns
dfxtp_1	0.31
buf_4	0.44
mux2i_4	0.30
buf_4	0.57
inv_4	0.43
ha_1	0.34
inv_1	0.11
fa_1	0.26
nor2b_1	0.08
o31a_1	0.32
o21ai_0	0.42
a21o_1	0.17
a21oi_1	0.06
a2111o_1	0.32
a2111oi_0	0.24
nor4b_2	0.36
nand4_1	0.16
or4_1	0.53
nor4_1	0.24
and4b_1	0.22
clkdlybuf4s50_1	0.45
-- cell families after synthesis --
logic type,Yosys count,share of synthesized area [%]
buffers and inverters,252,5.83
multiplexers,232,14.4
XOR/XNOR,42,2.24
AND/OR/NAND/NOR,757,21.8
AND-OR/OR-AND,611,24.3
adder cells (fa/ha/maj),126,9.27
flip-flops,191,22.2
-- power by group through the flow --
stage     registers, mW  logic [mW]  clock network (mW)
4_1_cts           0.350       0.512               0.288
5_1_grt           0.352       0.563               0.301
6_report          0.351       0.538               0.288
-- final cells by class --
cell class                      count  area [um2]
Multi-Input combinational cell   1768       12500
Fill cell                        2489       11400
Timing Repair Buffer              459        4440
Sequential cell                   191        3820
Tap cell                          448         561
Clock buffer                       18         439
Inverter                          114         430
Clock inverter                     14         160
Antenna cell                        5        12.5
-- metrics by stage --
stage	area, um2	hold slack [ns]	std cells	worst slack [ns]
2_1_floorplan	17200	4.95	2211	13.81
3_3_place_gp	21700	5.32	2980	13.09
3_5_place_dp	21700	5.34	2980	12.98
4_1_cts	22300	4.86	3012	12.47
5_1_grt	22300	4.91	3014	12.02
6_report	22300	4.89	3017	12.38
-- Yosys cell counts, drive strengths merged (8+ instances only) --
cell / n / area share (%)
ha: 123 / 8.9
mux2i: 208 / 13
dfxtp: 191 / 22
a22oi: 23 / 1.0
o21ai: 101 / 2.9
o211a: 9 / 0.52
a2111oi: 13 / 0.66
nor4: 24 / 0.87
a211oi: 32 / 1.4
o211ai: 34 / 1.5
o221ai: 14 / 0.71
o311ai: 8 / 0.41
o22ai: 49 / 1.8
nand2: 141 / 3.1
o2111ai: 8 / 0.41
a221oi: 21 / 1.1
nand4: 18 / 0.65
o21a: 17 / 0.74
a211o: 9 / 0.46
mux2: 20 / 1.3
nor2b: 124 / 4.5
a31oi: 19 / 0.69
a21o: 29 / 1.3
nor3: 51 / 1.5
and3: 8 / 0.29
a221o: 9 / 0.52
buf: 41 / 1.2
clkbuf: 97 / 2.1
or3: 19 / 0.69
o21bai: 12 / 0.52
nor2: 236 / 5.1
a222oi: 11 / 0.64
xnor2: 24 / 1.3
nand3: 50 / 1.5
inv: 112 / 2.5
nand2b: 35 / 1.3
a21oi: 125 / 3.6
xor2: 18 / 0.91
o31ai: 14 / 0.61
-- cell usage in the layout (no fill, tap or decap), types with 18 or more instances in the layout --
master | synthesis | layout
clkdlybuf4s50_1 | 0 | 398
nor2_1 | 236 | 236
mux2i_1 | 196 | 194
dfxtp_1 | 191 | 190
nand2_1 | 141 | 141
a21oi_1 | 125 | 125
nor2b_1 | 124 | 124
ha_1 | 123 | 123
inv_1 | 105 | 105
o21ai_0 | 99 | 99
buf_4 | 1 | 58
nand3_1 | 50 | 50
o22ai_1 | 49 | 49
nor3_1 | 51 | 49
nand2b_1 | 35 | 35
o211ai_1 | 34 | 34
a211oi_1 | 32 | 32
a21o_1 | 29 | 29
nor4_1 | 24 | 23
a22oi_1 | 23 | 23
xnor2_1 | 23 | 23
a221oi_1 | 20 | 20
mux2_2 | 19 | 19
a31oi_1 | 19 | 19
or3_1 | 19 | 19
nand4_1 | 18 | 18
xor2_1 | 18 | 18
-- state kept, by name, summed over array words and instances (netlist names), 2 cells and up --
signal and cells:
rd2_e 32, alu_src_e 2, branch_type_e 4, pc_branch_e 32, rd1_e 32, shamt_e 5, rt_e 5, imm_e 32
alu_control_e 4, rd_e 5, jump_addr_e 32
Power figures rest on the tool's default switching activity, not on a simulated workload.
